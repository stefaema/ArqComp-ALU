**/design/flow/design.v**
```verilog
module simple_alu #(
    parameter DATA_WIDTH = 8
) (
    input  wire [DATA_WIDTH-1:0] A,
    input  wire [DATA_WIDTH-1:0] B,
    input  wire [5:0] Op,
    output reg signed [DATA_WIDTH-1:0] Result, 
    output reg Overflow,
    output reg Zero
);
localparam OP_ADD = 6'b100000;
localparam OP_SUB = 6'b100010;
localparam OP_AND = 6'b100100;
localparam OP_OR  = 6'b100101;
localparam OP_XOR = 6'b100110;
localparam OP_SRA = 6'b000011;
localparam OP_SRL = 6'b000010;
localparam OP_NOR = 6'b100111;
reg [DATA_WIDTH:0] sum_result;
wire a_sign, b_sign, res_sign;      
assign a_sign = A[DATA_WIDTH-1];
assign b_sign = B[DATA_WIDTH-1];
assign res_sign = Result[DATA_WIDTH-1];
always @(*) begin
    Result = {DATA_WIDTH{1'b0}};   
    Overflow = 1'b0;
    Zero = 1'b0;
    case (Op)
        OP_ADD: begin
            sum_result = {1'b0, A} + {1'b0, B};
            Result = sum_result[DATA_WIDTH-1:0];
            Overflow = (a_sign == 1'b0 && b_sign == 1'b0 && res_sign == 1'b1) || 
                       (a_sign == 1'b1 && b_sign == 1'b1 && res_sign == 1'b0);
        end
        OP_SUB: begin
            sum_result = {1'b0, A} - {1'b0, B};
            Result = sum_result[DATA_WIDTH-1:0];
            Overflow = (a_sign == 1'b0 && b_sign == 1'b1 && res_sign == 1'b1) || 
                       (a_sign == 1'b1 && b_sign == 1'b0 && res_sign == 1'b0);
        end
        OP_AND: Result = A & B;
        OP_OR:  Result = A | B;
        OP_XOR: Result = A ^ B;
        OP_NOR: Result = ~(A | B);
        OP_SRL: Result = A >> 1;  
        OP_SRA: Result = $signed(A) >>> 1;  
        default: Result = {DATA_WIDTH{1'b0}};  
    endcase
    if (Result == {DATA_WIDTH{1'b0}}) Zero = 1'b1;
    else Zero = 1'b0;
end
endmodule
module bcd_to_ss (
    input        negative,        
    input  [3:0] bcd_hundreds,    
    input  [3:0] bcd_tens,        
    input  [3:0] bcd_units,       
    output [6:0] pattern_sign,      
    output [6:0] pattern_hundreds,  
    output [6:0] pattern_tens,      
    output [6:0] pattern_units      
);
    function [6:0] get_pattern;
        input [3:0] bcd_digit;
        begin
            case (bcd_digit)
                4'h0: get_pattern    = 7'b1000000;  
                4'h1: get_pattern    = 7'b1111001;  
                4'h2: get_pattern    = 7'b0100100;  
                4'h3: get_pattern    = 7'b0110000;  
                4'h4: get_pattern    = 7'b0011001;  
                4'h5: get_pattern    = 7'b0010010;  
                4'h6: get_pattern    = 7'b0000010;  
                4'h7: get_pattern    = 7'b1111000;  
                4'h8: get_pattern    = 7'b0000000;  
                4'h9: get_pattern    = 7'b0010000;  
                default: get_pattern = 7'b1111111;  
            endcase
        end
    endfunction
    assign pattern_sign = negative ? 7'b0111111 : 7'b1111111;
    assign pattern_hundreds = get_pattern(bcd_hundreds);
    assign pattern_tens     = get_pattern(bcd_tens);
    assign pattern_units    = get_pattern(bcd_units);
endmodule
module display_controller (
    input        clk,           
    input        reset,         
    input  [7:0] binary_in,     
    output [6:0] seg,           
    output [3:0] an             
);
    wire       negative;
    wire [3:0] bcd_hundreds;
    wire [3:0] bcd_tens;
    wire [3:0] bcd_units;
    wire [6:0] pattern_sign;
    wire [6:0] pattern_hundreds;
    wire [6:0] pattern_tens;
    wire [6:0] pattern_units;
    number_formatter u_formatter (
        .binary_in    (binary_in),
        .negative     (negative),
        .bcd_hundreds (bcd_hundreds),
        .bcd_tens     (bcd_tens),
        .bcd_units    (bcd_units)
    );
    bcd_to_ss u_decoder (
        .negative       (negative),
        .bcd_hundreds   (bcd_hundreds),
        .bcd_tens       (bcd_tens),
        .bcd_units      (bcd_units),
        .pattern_sign     (pattern_sign),
        .pattern_hundreds (pattern_hundreds),
        .pattern_tens     (pattern_tens),
        .pattern_units    (pattern_units)
    );
    display_multiplexer u_mux (
        .clk       (clk),
        .reset     (reset),
        .pattern_3 (pattern_sign),
        .pattern_2 (pattern_hundreds),
        .pattern_1 (pattern_tens),
        .pattern_0 (pattern_units),
        .seg       (seg),
        .an        (an)
    );
endmodule
module display_multiplexer (
    input             clk,     
    input             reset,   
    input       [6:0] pattern_3,  
    input       [6:0] pattern_2,  
    input       [6:0] pattern_1,  
    input       [6:0] pattern_0,  
    output reg  [6:0] seg,     
    output reg  [3:0] an       
);
    localparam COUNT_MAX = 125000;
    reg [16:0] refresh_counter = 0;
    reg [1:0]  digit_selector = 0;
    always @(posedge clk or posedge reset) begin
        if (reset) begin
            refresh_counter <= 0;
            digit_selector  <= 0;
        end else begin
            if (refresh_counter == COUNT_MAX - 1) begin  
                refresh_counter <= 0;
                digit_selector  <= digit_selector + 1;
            end else begin
                refresh_counter <= refresh_counter + 1;
            end
        end
    end
    always @(*) begin
        if (reset) begin
            seg = 7'h7F; 
            an  = 4'hF;  
        end else begin
            case (digit_selector)
                2'b00: begin  
                    seg = pattern_0;
                    an  = 4'b1110;  
                end
                2'b01: begin  
                    seg = pattern_1;
                    an  = 4'b1101;  
                end
                2'b10: begin  
                    seg = pattern_2;
                    an  = 4'b1011;  
                end
                2'b11: begin  
                    seg = pattern_3;
                    an  = 4'b0111;  
                end
                default: begin  
                    seg = 7'h7F;  
                    an  = 4'hF;   
                end
            endcase
        end
    end
endmodule
module number_formatter (
    input  [7:0] binary_in,       
    output       negative,        
    output [3:0] bcd_hundreds,   
    output [3:0] bcd_tens,       
    output [3:0] bcd_units       
);
    wire [7:0] abs_value;
    assign negative = binary_in[7];
    assign abs_value = negative ? (~binary_in + 1'b1) : binary_in;
    wire [19:0] stage0_shifted = {12'd0, abs_value};  
    wire [19:0] stage1_corrected, stage1_shifted;
    wire [19:0] stage2_corrected, stage2_shifted;
    wire [19:0] stage3_corrected, stage3_shifted;
    wire [19:0] stage4_corrected, stage4_shifted;
    wire [19:0] stage5_corrected, stage5_shifted;
    wire [19:0] stage6_corrected, stage6_shifted;
    wire [19:0] stage7_corrected, stage7_shifted;
    wire [19:0] stage8_corrected, stage8_shifted;
    function [3:0] correct_bcd;
        input [3:0] digit;
        correct_bcd = (digit > 4) ? digit + 3 : digit;
    endfunction
    assign stage1_corrected = {correct_bcd(stage0_shifted[19:16]), correct_bcd(stage0_shifted[15:12]), correct_bcd(stage0_shifted[11:8]), stage0_shifted[7:0]};
    assign stage1_shifted = stage1_corrected << 1;
    assign stage2_corrected = {correct_bcd(stage1_shifted[19:16]), correct_bcd(stage1_shifted[15:12]), correct_bcd(stage1_shifted[11:8]), stage1_shifted[7:0]};
    assign stage2_shifted = stage2_corrected << 1;
    assign stage3_corrected = {correct_bcd(stage2_shifted[19:16]), correct_bcd(stage2_shifted[15:12]), correct_bcd(stage2_shifted[11:8]), stage2_shifted[7:0]};
    assign stage3_shifted = stage3_corrected << 1;
    assign stage4_corrected = {correct_bcd(stage3_shifted[19:16]), correct_bcd(stage3_shifted[15:12]), correct_bcd(stage3_shifted[11:8]), stage3_shifted[7:0]};
    assign stage4_shifted = stage4_corrected << 1;
    assign stage5_corrected = {correct_bcd(stage4_shifted[19:16]), correct_bcd(stage4_shifted[15:12]), correct_bcd(stage4_shifted[11:8]), stage4_shifted[7:0]};
    assign stage5_shifted = stage5_corrected << 1;
    assign stage6_corrected = {correct_bcd(stage5_shifted[19:16]), correct_bcd(stage5_shifted[15:12]), correct_bcd(stage5_shifted[11:8]), stage5_shifted[7:0]};
    assign stage6_shifted = stage6_corrected << 1;
    assign stage7_corrected = {correct_bcd(stage6_shifted[19:16]), correct_bcd(stage6_shifted[15:12]), correct_bcd(stage6_shifted[11:8]), stage6_shifted[7:0]};
    assign stage7_shifted = stage7_corrected << 1;
    assign stage8_corrected = {correct_bcd(stage7_shifted[19:16]), correct_bcd(stage7_shifted[15:12]), correct_bcd(stage7_shifted[11:8]), stage7_shifted[7:0]};
    assign stage8_shifted = stage8_corrected << 1;
    assign bcd_hundreds = stage8_shifted[19:16];
    assign bcd_tens     = stage8_shifted[15:12];
    assign bcd_units    = stage8_shifted[11:8];
endmodule
module register #(
    parameter WIDTH = 8  
) (
    input wire clk,
    input wire reset, 
    input wire load_en,
    input wire [WIDTH-1:0] data_in, 
    output reg [WIDTH-1:0] data_out 
);
always @(posedge clk or posedge reset) begin
    if (reset) data_out <= {WIDTH{1'b0}};       
    else if (load_en)  data_out <= data_in;     
end
endmodule
module tp1_top #(
    parameter DATA_WIDTH = 8
) (
    input  wire CLK100MHZ,
    input  wire [15:0] SW,
    input  wire BTN_UP,
    input  wire BTN_LEFT,
    input  wire BTN_RIGHT,
    input  wire BTN_DOWN,
    output wire [15:0] LED,
    output wire [6:0] seg,
    output wire [3:0] an
);
    wire [DATA_WIDTH-1:0] dato_A_out;
    wire [DATA_WIDTH-1:0] dato_B_out;
    wire [5:0]            op_code_out;
    wire [DATA_WIDTH-1:0] alu_result;
    wire                  overflow_flag;
    wire                  zero_flag;
    register #(
        .WIDTH(DATA_WIDTH)
    ) reg_A_inst (
        .clk(CLK100MHZ),
        .reset(BTN_UP),
        .load_en(BTN_LEFT),
        .data_in(SW[DATA_WIDTH-1:0]),
        .data_out(dato_A_out)
    );
    register #(
        .WIDTH(DATA_WIDTH)
    ) reg_B_inst (
        .clk(CLK100MHZ),
        .reset(BTN_UP),
        .load_en(BTN_RIGHT),
        .data_in(SW[DATA_WIDTH-1:0]),
        .data_out(dato_B_out)
    );
    register #(
        .WIDTH(6)  
    ) reg_Op_inst (
        .clk(CLK100MHZ),
        .reset(BTN_UP),
        .load_en(BTN_DOWN),
        .data_in(SW[5:0]),
        .data_out(op_code_out)
    );
    simple_alu #(
        .DATA_WIDTH(DATA_WIDTH)
    ) alu_inst (
        .A(dato_A_out),
        .B(dato_B_out),
        .Op(op_code_out),
        .Result(alu_result),
        .Overflow(overflow_flag),
        .Zero(zero_flag)
    );
    display_controller display_inst (
        .clk(CLK100MHZ),
        .reset(BTN_UP),
        .binary_in(alu_result),
        .seg(seg),
        .an(an)
    );
    assign LED[DATA_WIDTH-1:0] = alu_result;             
    assign LED[15] = overflow_flag;                      
    assign LED[14] = zero_flag;                          
    assign LED[13:DATA_WIDTH] = 6'b000000;               
endmodule
```
**/design/flow/run.sh**
```bash
#!/bin/bash
# OpenROAD 26Q1-2900-gdf79404cd8, Yosys 0.63+post, stock flow scripts
make -C /OpenROAD-flow-scripts/flow DESIGN_CONFIG=/design/flow/config.mk WORK_HOME=/design/flow/orfs finish
```
**/design/flow/config.mk**
```make
export PLATFORM = sky130hd
export DESIGN_NAME = tp1_top
export DESIGN_NICKNAME = tp1_top
export VERILOG_FILES = /design/flow/design.v
export SDC_FILE = /design/flow/constraint.sdc
export NUM_CORES = 4
export LEC_CHECK = 1
export CORE_UTILIZATION = 30
```
**/design/flow/constraint.sdc**
```tcl
current_design tp1_top

set clk_period 10.2
set clk_io_pct 0.2

create_clock -name clk0 -period $clk_period [get_ports {CLK100MHZ}]

set non_clock_inputs [all_inputs -no_clocks]
set_input_delay [expr $clk_period * $clk_io_pct] -clock clk0 $non_clock_inputs
set_output_delay [expr $clk_period * $clk_io_pct] -clock clk0 [all_outputs]
```
==> run_results.csv <==
group,metric,value,unit
detailed_routing,avgViaCountPerCell,5.153,
yosys,ys_warn_count,6,
cells_and_area,final_area,6974,sq um
detailed_routing,n_antenna_cell,0,
global_routing,grt_usage,15.96,%
pwr,power_frac_comb,73.3,%
yosys,async_flop_share,100.0,%
yosys,top_area_share,21.99,%
clock_network,clock-sinks,41,
detailed_routing,dr_wl_met2,6027,um
clock_network,cts_tree,"built",
final_timing,fin_skew,0.001123,ns
yosys,common_cells,"nand2_1, ha_1, dfrtp_1, inv_1, o21ai_0",
global_routing,grt_first_pass_wirelength,21040,um
cells_and_area,final_util,45.88,%
worst_setup_path,start_kind,"flop",
yosys,yosysMostFrequentCell,"nand2_1",
final_timing,setup_ws,-0.03413,ns
pwr,p_per_area,195.4,nW/um^2
die,initial_core_util,30.69,%
yosys,yosysUniqueCellTypes,83,
worst_setup_path,crit_arrival,8.19,ns
die,die_y,126.7,um
placement,io_buffers,33,
detailed_routing,drtIter0Drc,217,
detailed_routing,drtAntennaViolNets,0,
yosys,netlist_area,4666,sq um
final_timing,slew_violations,0,
final_timing,finalSetupViolCount,2,
yosys,yosys.area.top_type,"dfrtp_1",
worst_setup_path,rrSetupSlack,7.78,ns
clock_network,cts-htree-levels,2,
die,core,15200,sq um
cells_and_area,logic_area,3784,sq um
pwr,power_frac_seq,13.1,%
die,rows,45,
detailed_routing,highest_layer,"met4",
yosys,ys_seq_share,21.99,%
detailed_routing,first_pass_iters,4,
worst_hold_path,worstHoldEndpoint,"display_inst.u_mux.refresh_counter[9]$_DFF_PP0_",
yosys,synthTopCellsByArea,"dfrtp_1, ha_1, xnor2_1",
worst_setup_path,criticalPathCategory,"flop to output port",
final_timing,max_freq,97.71,MHz
global_routing,grt_overflow,0,
pwr,internal_power,851.9,uW
final_timing,tightestPinTransition,0.7439,ns
final_timing,rsz0062_at_grt,"true",
yosys,postSynthAreaPerCell,8.422,sq um
yosys,netlist_instances,554,
final_timing,hold_ws,0.4964,ns
clock_network,ctsHoldBuffers,0,
worst_hold_path,hold_path_depth,1,
detailed_routing,wl_per_cell,14.04,um
cells_and_area,area_growth,49.48,%
global_routing,antenna_found_initial,0,
worst_hold_path,hold_class,"flop to flop",
worst_setup_path,timing.rr.end,"display_inst.u_mux.refresh_counter[15]$_DFF_PP0_",
final_timing,maxSlewHeadroom,50.02,%
final_timing,period_needed,10.23,ns
detailed_routing,vias,4787,
detailed_routing,wl_met3,409,um
detailed_routing,wirelength_met1,6400,um
outcome,violations,"negative setup slack",
die,fp.dieW,126.7,um
pwr,finalPower,1363,uW
final_timing,finalClockPeriodUsage,100.3,%
detailed_routing,drc,0,
pwr,switchingPower,510.8,uW
placement,gp_congestion,0.9164,
worst_setup_path,reg2reg_depth,6,
cells_and_area,drive_above_1_share,35.90,%
worst_setup_path,r2r-start,"display_inst.u_mux.refresh_counter[0]$_DFF_PP0_",
worst_setup_path,cp-end-kind,"output port",
pwr,ir_drop,0.1537,mV
final_timing,finalHoldViolations,0,
worst_setup_path,cpMostUsedCell,"buf_4",
run,warnings,62,
clock_network,clkTransAtPathRegs,0.06,ns
worst_setup_path,worstSetupStartpoint,"reg_Op_inst.data_out[4]$_DFFE_PP0P_",
clock_network,clock.latency.late_pin,0.28,ns
die,io_pins,48,
pwr,power.share.clock,13.6,%
global_routing,grt_max_degree,46,
yosys,ys_area,4666,sq um
detailed_routing,drt-total-wl,13040,um
cells_and_area,fillCellCount,1350,
clock_network,root_buffer,"clkbuf_16",
yosys,synthFlopType,"dfrtp_1",
die,dieArea,16060,sq um
worst_setup_path,max_stage_delay,0.43,ns
clock_network,cts_made_buffers,5,
clock_network,cts_max_path_buffers,2,
yosys,yosys_cells,554,
yosys,ys_ff,41,
worst_setup_path,crit_fanout,3,
pwr,switching_share,37.49,%
pwr,leakage,0.003174,uW
placement,dpl-instance-area,5883,sq um
yosys,synth-edff-count,0,
outcome,status,"complete, but fails checks",
worst_setup_path,worstPathRequired,8.16,ns
cells_and_area,final-seq-area,1026,sq um
worst_hold_path,hp-start,"display_inst.u_mux.refresh_counter[9]$_DFF_PP0_",
run,drv_cap,0,
placement,dpl.hpwl,9008,um
global_routing,grt_pass1_vias,4436,
worst_setup_path,cp_slowest_cell,"fa_1",
-- layout by cell type (no fill, tap or decap), types with 7 or more instances in the layout --
master | synthesis | final
buf_6 | 4 | 11
mux2i_1 | 17 | 15
inv_1 | 40 | 33
nand3_1 | 17 | 14
a21oi_1 | 15 | 13
mux2_2 | 9 | 7
nand4_1 | 10 | 10
o21ai_0 | 37 | 33
inv_2 | 2 | 9
dfrtp_1 | 41 | 41
xnor2_1 | 28 | 24
xor2_1 | 11 | 10
o21a_1 | 7 | 7
nand2_1 | 54 | 52
buf_4 | 10 | 154
nor2_1 | 35 | 32
ha_1 | 51 | 43
and3_1 | 11 | 11
clkdlybuf4s50_1 | 0 | 26
-- cells by family after synthesis --
kind of cell	Yosys count	synth area share, %
buffers and inverters	66	6.811
flip-flops	41	21.99
AND-OR/OR-AND	140	21.43
AND/OR/NAND/NOR	186	21.19
other	1	0.08037
multiplexers	28	6.597
XOR/XNOR	40	7.804
adder cells (fa/ha/maj)	52	14.11
-- per-layer routing --
layer  global-route usage, %  up-vias
met4                   3.011        0
met1                   23.44     2294
met2                   26.39       92
met5                       0        -
li1                        -     2387
met3                   1.117       14
-- repair_timing --
action	in CTS	in global routing
endpoints found under the setup margin	7	7
endpoints found under the hold margin	0	0
gates cloned	0	0
resized	48	51
pin swaps	37	36
setup buffers	62	11
-- worst max-delay path: cells and delay by family (launching register included) --
family,cells,cell delay [ns]
flip-flops,1,0.41
buffers and inverters,39,4.69
AND-OR/OR-AND,7,1.27
AND/OR/NAND/NOR,6,0.69
adder cells (fa/ha/maj),2,0.63
multiplexers,1,0.23
-- sequential cells by signal (all words and copies together), names as in the netlist --
register	count
display_inst.u_mux.refresh_counter	17
reg_B_inst.data_out	8
reg_A_inst.data_out	8
display_inst.u_mux.digit_selector	2
reg_Op_inst.data_out	6
-- how the worst max path moves through the flow --
stage	to	slack (ns)	depth (start not counted)
4_1_cts	seg[5]	-0.19	42
5_1_grt	seg[6]	-0.35	44
6_report	seg[0]	-0.03	55
-- metrics by stage --
stage	cells	setup slack (ns)	TNS, ns
after floorplan	559	0.0007940	0
after global placement	850	-0.3973	-2.500
after detailed placement	850	-0.4651	-2.924
after CTS	920	-0.1870	-0.3816
after global routing	929	-0.3538	-1.942
final	929	-0.03413	-0.05478
-- layout make-up --
class	count	share of cell area (%)
inverters	42	2.260
flip-flops and latches	41	14.71
repair buffers	198	22.87
clock buffers	6	1.991
clock inverters	2	0.5382
multi-input cells	452	54.25
well taps	188	3.373
-- power groups by stage --
stage	Clock [uW]	Combinational, uW	Sequential [uW]
global route	196	1070	180
finish	186	998	179
CTS	189	832	178
Power and IR drop assume default switching activity.
